**flow/config.mk**
```make
export PLATFORM = sky130hd
export DESIGN_NAME = Booth_controller
export DESIGN_NICKNAME = Booth_controller
export VERILOG_FILES = /design/flow/design.v
export SDC_FILE = /design/flow/constraint.sdc
export NUM_CORES = 4
export LEC_CHECK = 1
export CORE_AREA = 10 10 70 70
export DIE_AREA = 0 0 80 80
```
**flow/constraint.sdc**
```tcl
current_design Booth_controller

set clk_period 2.8
set clk_io_pct 0.2

create_clock -name clk0 -period $clk_period [get_ports {clk}]

set non_clock_inputs [all_inputs -no_clocks]
set_input_delay [expr $clk_period * $clk_io_pct] -clock clk0 $non_clock_inputs
set_output_delay [expr $clk_period * $clk_io_pct] -clock clk0 [all_outputs]
```
**flow/design.v**
```verilog
module Booth_controller (ldA, clrA, sftA, ldQ, clrQ, sftQ, ldM, clrff, addsub, start, decr, ldcnt, done, clk, q0, qm1);
	input clk, q0, qm1, start;
	output reg ldA, clrA, sftA, ldQ, clrQ, sftQ, ldM, clrff, addsub, decr, ldcnt, done;
	reg [2:0] state;
	parameter S0 = 3'b000, S1 = 3'b001, S2 = 3'b010, S3 = 3'b011, S4 = 3'b100, S5 = 3'b101, S6 = 3'b110;
	always @ (posedge clk)
		begin
			case (state)
				S0:		 if (start) state <= S1;
				S1:		 state <= S2;
				S2:		 #2 if ({q0, qm1} == 2'b01) state <= S3;
						 else if ({q0, qm1} == 2'b10) state <= S4;
						 else state <= S5;
				S3:		 state <= S5;
				S4:		 state <= S5;
				S5:		 #2 if (({q0, qm1} == 2'b01) && !eqz) state <= S3;
						 else if (({q0, qm1} == 2'b10) && !eqz) state <= S4;
						 else if (eqz) state <= S6;
				S6:		 state <= S6;
				default: state <= S0;
			endcase
		end
	always @ (state)
		begin
			case (state)
				S0:		 begin clrA = 0; ldA = 0; sftA = 0; clrQ = 0; ldQ = 0; sftQ = 0; ldM = 0; clrff = 0; done = 0; end
				S1:		 begin clrA = 1; clrff = 1; ldcnt = 1; ldM = 1; end
				S2:		 begin clrA = 0; clrff = 0; ldcnt = 0; ldM = 0; ldQ = 1; end
				S3:		 begin ldA = 1; addsub = 1; ldQ = 0; sftA = 0; sftQ = 0; decr = 0; end
				S4:		 begin ldA = 1; addsub = 0; ldQ = 0; sftA = 0; sftQ = 0; decr = 0; end
				S5:		 begin sftA = 1; sftQ = 1; ldA = 0; ldQ = 0; decr = 1; end
				S6:		 done = 1;
				default: begin clrA = 0; sftA = 0; ldQ = 0; sftQ = 0; end
			endcase
		end
endmodule
```
**flow/run.sh**
```bash
#!/bin/bash
# OpenROAD 26Q1-2900-gdf79404cd8, Yosys 0.63+post, stock flow scripts
make -C /OpenROAD-flow-scripts/flow DESIGN_CONFIG=/design/flow/config.mk WORK_HOME=/design/flow/orfs finish
```
==> results.json <==
{
  "p_per_area_nw_per_um2": 935,
  "diodes": 0,
  "ant_nets": 0,
  "drt-initial-drc-count": 10,
  "worst-setup-path-type": "primary input to flip-flop",
  "gp_congestion": 0.807,
  "cp-start-kind": "primary input",
  "core_area_um2": 3420,
  "cts_tree": "built",
  "place_area_um2": 616,
  "arrival_ns": 1.40,
  "slew_violations": 0,
  "overflow": 0,
  "cts_hold_buf": 0,
  "grt_pass1_vias": 379,
  "reg2reg_slack_ns": 1.40,
  "post_drt_wl_per_cell_um": 8.45,
  "vias": 369,
  "synth_cell_type_count": 23,
  "port_buffers": 14,
  "grt_pass1_wl_mm": 1.54,
  "cts_max_level": 1,
  "max_freq_mhz": 702,
  "lay_top_count": "clkdlybuf4s50_1",
  "unclocked_pins": 9,
  "clkTransAtPathRegs_ns": 0.04,
  "cts_made_buffers": 3,
  "untimed_endpoints": 20,
  "vias_per_cell": 3.29,
  "critical-path-max-stage-delay_ns": 0.39,
  "p_leak_uw": 0.000259,
  "post-place-ws_ns": 1.15,
  "syn_area_um2": 470,
  "ys_seq_elements": 12,
  "drive_above_1_share_pct": 7.58,
  "chipArea_um2": 6400,
  "cts_root_buf": "clkbuf_4",
  "drv_cap": 0,
  "period_needed_ns": 1.42,
  "clockBufferDepth": 2,
  "syn_avg_cell_area_um2": 8.71,
  "cpMaxStageDelayCell": "clkdlybuf4s50_1",
  "status": "completed",
  "final_cell_mix": "clkdlybuf4s50_1, dlxtn_1, o21ai_0",
  "area_delta_synth_final_pct": 36.4,
  "rows": 21,
  "cp-end-kind": "flip-flop",
  "grt_usage_pct": 2.82,
  "fin_crit_sh_pct": 50.9,
  "final_hold_viol_count": 0,
  "fillCellCount": 391,
  "initial_core_util_pct": 13.8,
  "worstPathMaxFanout": 3,
  "postCtsSetupBuffers": 0,
  "yosys_cells": 54,
  "rsz0062_at_grt": "no",
  "setup_tns_ns": 0,
  "openroad.warnings": 25,
  "grt_antenna_before_repair": 0,
  "wl_um": 946,
  "peakVddDrop_v": 0.000347,
  "yosysChipArea_um2": 470,
  "clk_latency_ns": 0.23,
  "hold_path.class": "flip-flop to flip-flop",
  "pin_count": 16,
  "final-setup-viol-count": 0,
  "crit_chain": "clkdlybuf4s50_1 -> nor3_1 -> a21oi_1 -> or2_1",
  "worstPathRequired_ns": 2.78,
  "cts_resized": 0,
  "setup_slack_ns": 1.38,
  "die_h_um": 80,
  "drcViolationCount": 0,
  "syn_inst": 54,
  "drt_pass1_iterations": 2,
  "grt_max_degree": 17,
  "clock_skew_ns": 0.000546,
  "synth_warnings": 3,
  "die_x_um": 80,
  "hpwlAfterDp_um": 753,
  "design_area_um2": 642
}
==> through the flow <==
| step | hold slack [ns] | util, % | instances | power [uW] |
|---|---|---|---|---|
| 3_3_place_gp | 0.805 | 18.0 | 108 | 522 |
| 5_1_grt | 0.847 | 18.8 | 112 | 660 |
| 2_1_floorplan | 0.673 | - | 54 | 453 |
| 4_1_cts | 0.812 | 18.8 | 112 | 606 |
| 3_5_place_dp | 0.799 | 18.0 | 108 | 524 |
| 6_report | 0.824 | 18.8 | 112 | 600 |
==> power by group <==
part / internal (uW) / switching (uW) / leakage, uW / total, uW
Sequential: 187 / 75.6 / 0.000102 / 263
Clock: 53.5 / 23.3 / 0.0000150 / 76.7
Combinational: 143 / 118 / 0.000142 / 261
Total: 384 / 216 / 0.000259 / 600
==> synthesized netlist by cell type <==
master	instances	area share, %
nand2b_1	1	1.3
xnor2_1	1	1.9
conb_1	1	0.80
edfxtp_1	3	19
a41oi_1	1	1.9
dlxtp_1	2	6.4
nand2b_4	1	2.9
or2_1	2	2.7
o21ai_1	1	1.1
nand2_1	3	2.4
buf_6	2	4.8
nand3_1	2	2.1
inv_1	4	3.2
o31ai_1	1	1.6
a21oi_1	3	3.2
nor3_1	1	1.1
nor2_1	4	3.2
or3_1	1	1.3
dlxtn_1	7	22
nor2_2	1	1.3
o21ai_0	6	6.4
buf_4	4	6.4
nor2b_1	2	2.7
==> path summary, 6_finish.rpt <==
check,startpoint,end,depth (start not counted)
worst max-delay path,start,state[0],4
worst min-delay path,state[0],state[1],2
worst max register to register,state[2],state[0],3
worst min register to register,state[0],state[1],2
==> per-layer routing <==
| layer | global-route usage, % | vias up | routed length (um) |
|---|---|---|---|
| li1 | - | 201 | - |
| met1 | 3.33 | 157 | 452 |
| met2 | 4.49 | 11 | 396 |
| met3 | 1.36 | 0 | 97 |
| met4 | 0.704 | 0 | 0 |
| met5 | 0 | - | 0 |
==> worst max-delay path: cells and delay by family <==
kind,cells,cell delay (ns)
AND/OR/NAND/NOR,2,0.40
buffers and inverters,1,0.39
AND-OR/OR-AND,1,0.06
==> logic make-up (layout without fill, tap and decap cells) <==
logic type	after synthesis	after routing	synth area share, %
and+or+nand+nor	18	18	21.0
buffers and inverters	10	22	14.4
latches	9	9	28.7
xor gates and xnor gates	1	1	1.86
other	1	1	0.797
DFF	3	3	19.1
AOI/OAI and AO/OA	12	12	14.1
==> final cells by class <==
cell class,count,area (um2),area share [%]
repair buffers,14,140,21.8
clock buffers,4,26.3,4.09
flip-flops and latches,12,225,35.1
multi-input cells,32,178,27.7
well taps,46,57.6,8.97
inverters,4,15.0,2.34
==> flip-flops by register name (all words and copies together) (netlist names) <==
| register | flops |
|---|---|
| clrA | 1 |
| addsub | 1 |
| ldQ | 1 |
| decr | 1 |
| ldcnt | 1 |
| ldA | 1 |
| sftA | 1 |
| clrff | 1 |
| state | 3 |
| done | 1 |
Power is estimated from default activity; no workload was simulated.
